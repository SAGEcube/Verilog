[./design.v]
module control_unit
  (
    input [6:0] opcode,
    output reg Regwrite,
    output reg ALUsrc,
    output reg Memread,
    output reg Memwrite,
    output reg Memtoreg,
    output reg Branch,
    output reg Jump,
    output reg [1:0] ALUop
  );
  always @(*) begin
    case (opcode)
      7'b0110011: begin   
        Regwrite = 1;
        ALUsrc   = 0;
        Memread  = 0;
        Memwrite = 0;
        Memtoreg = 0;
        Branch   = 0;
        Jump     = 0;
        ALUop    = 2'b10;
      end
      7'b0010011: begin   
        Regwrite = 1;
        ALUsrc   = 1;
        Memread  = 0;
        Memwrite = 0;
        Memtoreg = 0;
        Branch   = 0;
        Jump     = 0;
        ALUop    = 2'b11;
      end
      7'b0000011: begin   
        Regwrite = 1;
        ALUsrc   = 1;
        Memread  = 1;
        Memwrite = 0;
        Memtoreg = 1;
        Branch   = 0;
        Jump     = 0;
        ALUop    = 2'b00;
      end
      7'b0100011: begin  
        Regwrite = 0;
        ALUsrc   = 1;
        Memread  = 0;
        Memwrite = 1;
        Memtoreg = 0;
        Branch   = 0;
        Jump     = 0;
        ALUop    = 2'b00;
      end
      7'b1100011: begin  
        Regwrite = 0;
        ALUsrc   = 0;
        Memread  = 0;
        Memwrite = 0;
        Memtoreg = 0;
        Branch   = 1;
        Jump     = 0;
        ALUop    = 2'b01;
      end
      7'b1101111: begin  
        Regwrite = 1;
        ALUsrc   = 0;
        Memread  = 0;
        Memwrite = 0;
        Memtoreg = 0;
        Branch   = 0;
        Jump     = 1;
        ALUop    = 2'b00;
      end
      7'b1100111: begin  
        Regwrite = 1;
        ALUsrc   = 1;
        Memread  = 0;
        Memwrite = 0;
        Memtoreg = 0;
        Branch   = 0;
        Jump     = 1;
        ALUop    = 2'b00;
      end
      default: begin 
        Regwrite = 0;
        ALUsrc   = 0;
        Memread  = 0;
        Memwrite = 0;
        Memtoreg = 0;
        Branch   = 0;
        Jump     = 0;
        ALUop    = 2'b00;
      end
    endcase
  end 
endmodule
[./run.sh]
#!/bin/bash
# OpenROAD 26Q1-2900-gdf79404cd8, Yosys 0.63+post, stock flow scripts
make -C /OpenROAD-flow-scripts/flow DESIGN_CONFIG=/design/flow/config.mk WORK_HOME=/design/flow/orfs finish
[./config.mk]
export PLATFORM = sky130hd
export DESIGN_NAME = control_unit
export DESIGN_NICKNAME = control_unit
export VERILOG_FILES = /design/flow/design.v
export SDC_FILE = /design/flow/constraint.sdc
export NUM_CORES = 4
export LEC_CHECK = 1
export CORE_AREA = 10 10 70 70
export DIE_AREA = 0 0 80 80
[./constraint.sdc]
current_design control_unit

set clk_period 2.6
set clk_io_pct 0.2

create_clock -name clk0 -period $clk_period

set non_clock_inputs [all_inputs -no_clocks]
set_input_delay [expr $clk_period * $clk_io_pct] -clock clk0 $non_clock_inputs
set_output_delay [expr $clk_period * $clk_io_pct] -clock clk0 [all_outputs]
==> flow_metrics.py <==
# Metrics from the implementation run
metrics = {
    "run_status": {
        "outcome": "complete, no violations",
    },
    "routing": {
        "drc": 0,
        "vias": 233,
        "n_antenna_cell": 0,
        "drtIter0Drc": 2,
        "totalWireLength_um": 733,
        "avgViaCountPerCell": 2.71,
        "ant_nets": 0,
        "drt-wirelength-per-cell_um": 8.52,
        "detail_route.first_pass.iterations": 2,
    },
    "power_and_ir_drop": {
        "irDropWorstVdd_mv": 0.0128,
        "pwr-share-comb": 1.000,
        "seq_power_share": 0,
        "p_sw_frac": 0.419,
        "p_clk_frac": 0,
        "p_leak_nw": 0.218,
        "power_w": 0.0000333,
        "power_density_nw_per_um2": 78.5,
        "p_int_w": 0.0000193,
        "p_sw_w": 0.0000140,
    },
    "global_route": {
        "grt_first_pass_wirelength_mm": 1.10,
        "grt_max_degree": 6,
        "grt_use_total": 0.0201,
        "grt_antenna_before_repair": 0,
        "grt_remaining_overflow": 0,
        "first_global_vias": 232,
    },
    "logic_synthesis": {
        "yosysChipArea_um2": 133,
        "avgSynthCellArea_um2": 6.98,
        "synthCells": 19,
        "mappedNetlistArea_um2": 133,
        "ys_types": 16,
        "yosysSeqAreaShare": 0,
        "netlist.area_leader.share": 0.151,
        "yosysTopAreaCell": "nand3b_4",
        "synthTopCellsByCount": "nand2_1 (2), nor2_1 (2), nor3_1 (2)",
        "synthTopCellsByArea": "nand3b_4 (15%), a211oi_2 (9.4%), or3_4 (8.5%)",
        "yosysWarnings": 1,
        "ys_cells": 19,
    },
    "sta": {
        "finalClockPeriodUsage": 0.978,
        "max_freq_mhz": 393,
        "fin_crit_ns": 2.54,
        "slew_violations": 0,
        "setup_viol": 0,
        "hold_viol_final": 0,
        "worst_pin_slew_ns": 0.187,
        "relSlewSlack": 0.874,
        "tns_ns": 0,
    },
    "placement": {
        "dp_hpwl_um": 628,
        "io_buffers": 16,
        "placed_cells": 85,
        "gp_congestion": 0.769,
    },
    "layout": {
        "seq_cell_count": 0,
        "nFillCells": 392,
        "final_util": 0.124,
        "nClkBuffers": 0,
        "drive_gt1_frac": 0.400,
        "fin_cells": 86,
        "layout.area.comb_um2": 156,
        "syn2layout_area_growth_pct": 220,
        "register_area_um2": 0,
    },
    "clock_tree": {
        "cts_hold_buf": 0,
    },
    "setup_path": {
        "worst_setup_path_end_kind": "output pin",
        "critPathLaunchType": "primary input",
        "critPathKind": "in2out",
        "crit_arrival_ns": 2.02,
        "critPathRequiredTime_ns": 2.08,
        "path_max_fanout": 4,
    },
    "floorplanning": {
        "fp.dieH_um": 80,
        "die_w_um": 80,
        "num_rows": 21,
        "initial_core_util": 0.0388,
        "num_io_pins": 16,
        "die-area_um2": 6400,
        "core_region_area_um2": 3420,
    },
    "hold_path": {
        "worst_hold_path_type": "in2out",
    },
    "job": {
        "max-cap-violations": 0,
        "openroad.warnings": 32,
    },
}
[timing repair]
item | 4_1_cts | 5_1_grt
setup buffers | 0 | 1
pin swaps | 2 | 1
gates cloned | 0 | 0
endpoints found under the setup margin | 6 | 5
resized | 12 | 7
endpoints found under the hold margin | 0 | 0
[worst paths after layout]
kind	start	end	slack [ns]	cells after the start
setup / recovery	opcode[4]	ALUop[0]	0.06	5
hold / removal	opcode[6]	ALUsrc	1.52	4
[routing by layer]
layer  global-route usage  up-vias  wire length [um]
met5                    0        -                 0
met4                    0        0                 0
met3              0.00795        0               104
met2               0.0353       11               334
met1               0.0238      109               294
li1                     -      113                 -
[worst max-delay path, stage by stage]
cell and delay (ns):
dlygate4sd2_1 0.29, inv_1 0.10, or3_1 0.39, a211oi_2 0.22, clkdlybuf4s50_1 0.50
[through the flow]
stage	area, um2	setup WS (ns)	hold WS, ns
2_1_floorplan	133	0.831	1.05
4_1_cts	394	0.00334	1.72
3_5_place_dp	380	-0.138	2.05
3_3_place_gp	380	-0.121	2.04
6_report	424	0.0584	1.52
5_1_grt	424	-0.00356	1.56
[logic make-up after synthesis]
group,after synthesis,share of synthesized area
buffers and inverters,2,0.0849
AND-OR/OR-AND,4,0.245
AND/OR/NAND/NOR,13,0.670
[power groups by stage]
stage,combinational [W],sequential [W],clock (W)
5_1_grt,0.0000366,0,0
6_report,0.0000333,0,0
4_1_cts,0.0000321,0,0
[layout by cell type, fill, tap and decap left out]
| cell type | instances |
|---|---|
| nor3_4 | 1 |
| nand2_1 | 2 |
| or3_4 | 1 |
| or4_1 | 1 |
| nand3b_4 | 1 |
| nor3_1 | 1 |
| a211oi_2 | 1 |
| clkdlybuf4s50_1 | 5 |
| dlymetal6s2s_1 | 4 |
| a211o_2 | 1 |
| nor2_2 | 1 |
| dlygate4sd2_1 | 7 |
| o21ai_0 | 1 |
| nor3b_2 | 1 |
| inv_1 | 1 |
| nand3_2 | 1 |
| a21oi_2 | 1 |
| nor2b_4 | 1 |
| or3_1 | 1 |
| nor2_1 | 1 |
| buf_4 | 6 |
[area by class of cell]
class / instances / area share
Inverter: 1 / 0.00885
Multi-Input combinational cell: 17 / 0.369
Tap cell: 46 / 0.136
Timing Repair Buffer: 22 / 0.487
Power and IR drop assume default switching activity.
