### design.v
module Sync_up_down(
    input clk,
    input in,         
    input rst,
    output reg [7:0] count
);
always @(posedge clk or posedge rst) begin
    if (rst) 
        count <= 8'b00000000;   
    else begin
        case (in)
            1'b0: begin  
                if (count < 8'b11111111)
                    count <= count + 1;
                else
                    count <= 8'b00000000;  
            end
            1'b1: begin  
                if (count > 8'b00000000)
                    count <= count - 1;
                else
                    count <= 8'b11111111;  
            end
            default: count <= 8'b00000000;
        endcase
    end
end
endmodule
### run.sh
#!/bin/bash
# OpenROAD 26Q1-2900-gdf79404cd8, Yosys 0.63+post, stock flow scripts
make -C /OpenROAD-flow-scripts/flow DESIGN_CONFIG=/design/flow/config.mk WORK_HOME=/design/flow/orfs finish
### config.mk
export PLATFORM = sky130hd
export DESIGN_NAME = Sync_up_down
export DESIGN_NICKNAME = Sync_up_down
export VERILOG_FILES = /design/flow/design.v
export SDC_FILE = /design/flow/constraint.sdc
export NUM_CORES = 4
export LEC_CHECK = 1
export CORE_AREA = 10 10 70 70
export DIE_AREA = 0 0 80 80
### constraint.sdc
current_design Sync_up_down

set clk_period 2.7
set clk_io_pct 0.2

create_clock -name clk0 -period $clk_period [get_ports {clk}]

set non_clock_inputs [all_inputs -no_clocks]
set_input_delay [expr $clk_period * $clk_io_pct] -clock clk0 $non_clock_inputs
set_output_delay [expr $clk_period * $clk_io_pct] -clock clk0 [all_outputs]
==> results.txt <==
run metrics: status complete, no violations, Slew Viols, Final 0, crit path max fanout 12, async set-reset flop share out of synthesis 1.000, Commonest Layout Cell clkdlybuf4s50_1, CTS Buffer Depth 2, Setup Fix Bufs, Post-CTS 0, area grow syn2layout 24.52%, WP data arrival ~1.4 ns, Worst Hold Class in2async, fmax approximately 0.53 GHz, OpenROAD warnings 27, Sink Count 8, Fillers between 300 and 400, CP Cell Sequence clkdlybuf4s50_1, RSZ-0062 raised after global routing false, fp util 0.1897, static leakage approximately 0.31 nW, total track usage 0.05110, Detail Route met3 WL approximately 200 µm, Critical Path Slowest Stage Cell dfrtp_1, Synth Seq Share 0.3089, DR top layer met4, required time of the critical path around 2.2 ns, CTS tree yes, residual DRC count 0, Worst-Margin Slew 0.7293 ns, FP Rows 21, slowest stage delay, CP ~0.55 ns, power density over cell area between 900 and 1000 mW/mm², TritonCTS buffer count 3, Final min period roughly 1.9 ns, yosys cell count about 80, WL met2 roughly 700 µm, die area about 0.0064 mm², max-cap violations 0, post-cts resize count 0, Vias approximately 660, Placement Setup Slack just under 0.8 ns, Post-synth EDFFs 0, DIE HEIGHT ~80 µm, synthesized flop and latch total 8, final hold vios 0, yosys warning tally 1, Crit path buffers/inverters 1, Post-Route WL 1.645 mm, Routed Antenna Nets 0, Largest cells by area dfrtp_1 (31%), o21ai_0 (6.9%), ha_1 (5.8%), Cells after Synth 80, Die Span X ~80 µm, final setup TNS 0 ns, drt initial violations ~150, Detailed Routing Iterations Pass 1 5, Synth area leader dfrtp_1, cts hold-fix bufs 0, IO Pins 11, Top Layout Cells clkdlybuf4s50_1 (10), o21ai_0 (9), dfrtp_1 (8), nand2_1 (7), nor2_1 (7), CP startpoint kind register, global-route wire length before repair ~2.7 mm, initial antenna violation count 0, Reg with most FFs count, post-DP HPWL 1.211 mm, share of cells above drive strength 1 0.1124, Main synth FF type dfrtp_1, cell area after synthesis 648.1 µm², Top delay family on crit path flip-flops, DR vias/cell between 4 and 5, max FFs per register 8, grt ovf 0, final setup fails 0, biggest regs count x8, # diodes 0, worst vdd ir ~0.16 mV, core area roughly 0.0034 mm², RR Startpoint count[1]$_DFF_PP0_, top-area cell type share of the netlist area 0.3089, Pwr Total 0.7657 mW, via count of the first global-routing pass between 500 and 600, Clock Tree Root clkbuf_4, port bufs 10, gpl congestion 0.8352, Syn Area/Cell 8.102 µm², distinct lib cells 34, largest net degree at the start of global routing 14, Metal-1 WL between 600 and 700 µm, Late-Pin Clk Latency approximately 0.26 ns, CP endpoint kind output pin, CP Launch Point count[3]$_DFF_PP0_, final worst-path cycle share 0.6981, drt wl/cell 12.19 µm, Clock Skew roughly 0.005 ns, H-tree depth 1, Rel. slew slack 0.5093, clock slew at reported path FFs roughly 0.06 ns, final worst setup slack around 0.81 ns, WHS roughly 0.54 ns, Setup CP Type reg2out, Yosys chip area around 650 µm²
## where the power goes
group          leakage [nW]  internal [mW]  switching (mW)
sequential           0.0905          0.175           0.122
combinational         0.204          0.205           0.168
clock                0.0138         0.0511          0.0440
## synthesized netlist by cell type (2+ instances only)
cell type  count
nand2_1        7
nand4_1        3
a31oi_1        2
nand3_1        4
dfrtp_1        8
ha_1           3
a21oi_1        2
o22ai_1        3
buf_2          2
nor2_1         7
o21ai_0        9
buf_4          2
nor3_1         2
inv_1          6
## area by class of cell
type,instances,area [µm²],area share
Sequential cell,8,200.2,0.2481
Inverter,6,22.52,0.02791
Tap cell,46,57.56,0.07132
Clock buffer,3,22.52,0.02791
Multi-Input combinational cell,61,396.6,0.4915
Timing Repair Buffer,11,107.6,0.1333
## logic make-up (layout without fill, tap and decap cells)
group	count (synthesis)	count (layout)	share of synthesized area
AOI/OAI and AO/OA	24	24	0.2626
buffers and inverters	11	20	0.07914
and+or+nand+nor	31	31	0.2491
muxes	1	1	0.01544
adders and majority gates	3	3	0.05792
xor gates and xnor gates	2	2	0.02703
DFF	8	8	0.3089
## per-stage QoR
| stage | area (µm²) | instances | util |
|---|---|---|---|
| after floorplan | 648.1 | 80 | - |
| after global placement | 784.5 | 132 | 0.2297 |
| after detailed placement | 784.5 | 132 | 0.2297 |
| after CTS | 807.0 | 135 | 0.2363 |
| after global routing | 807.0 | 135 | 0.2363 |
| final | 807.0 | 135 | 0.2363 |
## path summary, 6_finish.rpt
| check | slack (ns) | depth (start not counted) | endpoint |
|---|---|---|---|
| max | 0.81 | 1 | count[3] |
| min | 0.54 | 2 | count[4]$_DFF_PP0_ |
| max reg2reg | 0.85 | 6 | count[6]$_DFF_PP0_ |
| min in group clk0 | 0.57 | 1 | count[7]$_DFF_PP0_ |
| max in group asynchronous | 1.90 | 2 | count[3]$_DFF_PP0_ |
| min reg2reg | 0.57 | 1 | count[7]$_DFF_PP0_ |
## routing by layer
metal | up-vias | global-route usage
li1 | 311 | -
met1 | 301 | 0.06861
met2 | 39 | 0.07544
met3 | 8 | 0.02045
met4 | 0 | 0.01056
met5 | - | 0
Power is estimated from default activity; no workload was simulated.
