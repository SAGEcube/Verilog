===== design/flow/config.mk =====
export PLATFORM = sky130hd
export DESIGN_NAME = ImmGen
export DESIGN_NICKNAME = ImmGen
export VERILOG_FILES = /design/flow/design.v
export SDC_FILE = /design/flow/constraint.sdc
export NUM_CORES = 4
export LEC_CHECK = 1
export CORE_AREA = 10 10 70 70
export DIE_AREA = 0 0 80 80

===== design/flow/constraint.sdc =====
current_design ImmGen

set clk_period 2.8
set clk_io_pct 0.2

create_clock -name clk0 -period $clk_period

set non_clock_inputs [all_inputs -no_clocks]
set_input_delay [expr $clk_period * $clk_io_pct] -clock clk0 $non_clock_inputs
set_output_delay [expr $clk_period * $clk_io_pct] -clock clk0 [all_outputs]

===== design/flow/design.v =====
module ImmGen(
    input  [31:0] instr,
    output reg [31:0] imm_out
);
    wire [6:0] opcode = instr[6:0];
    always @(*) begin
        case (opcode)
            7'b0010011,  
            7'b0000011,  
            7'b1100111:  
                imm_out = {{20{instr[31]}}, instr[31:20]};
            7'b0100011:  
                imm_out = {{20{instr[31]}}, instr[31:25], instr[11:7]};
            7'b1100011:  
                imm_out = {{19{instr[31]}}, instr[31], instr[7], instr[30:25], instr[11:8], 1'b0};
            7'b0110111,  
            7'b0010111:  
                imm_out = {instr[31:12], 12'b0};
            7'b1101111:  
                imm_out = {{11{instr[31]}}, instr[31], instr[19:12], instr[20], instr[30:21], 1'b0};
            default: imm_out = 32'b0;
        endcase
    end
endmodule

===== design/flow/run.sh =====
#!/bin/bash
# OpenROAD 26Q1-2900-gdf79404cd8, Yosys 0.63+post, stock flow scripts
make -C /OpenROAD-flow-scripts/flow DESIGN_CONFIG=/design/flow/config.mk WORK_HOME=/design/flow/orfs finish

==> deck_impl_summary.md <==
Implementation Results

Min path
  – HP Class: in2out

Global routing
  – First-pass GRT wire length: 4443 um
  – Pin count of the biggest net entering global routing: 18
  – Aggregate global-route resource usage: between 8 and 9%
  – Initial antenna violation count: 0
  – GRT overflow: 0
  – Vias in the first global route: 918

Timing
  – F_max: 0.3680 GHz
  – Final min period: roughly 2700 ps
  – RSZ-0062 raised after global routing: false
  – Actual slew at the worst max-slew pin: 339.3 ps
  – Cycle use final: between 90% and 100%
  – Max Transition Viols Final: 0
  – Relative max-transition margin: 77.30%
  – Setup Viol. Count Final: 0
  – Final Hold Violation Tally: 0

Logic synthesis
  – Chip Area, Yosys: 546.8 um2
  – Synth warnings: 1
  – Aoi share: a little under half
  – Simple share: 41.65%
  – XOR Share, Synth: 0%
  – Synth top area cells: a21o_2 13%, nand3_1 12%, o21ai_0 11%, a22o_1 6.4%, nor2b_1 4.6%
  – Ys cells: roughly 79
  – Top cell area share: 12.81%
  – Syn Area/Cell: 6.921 um2
  – Dominant combinational family: AND-OR/OR-AND gates
  – Adders+Majority by Area: 0%
  – Mapped Area: roughly 550 um2
  – Mux share: 1.831%
  – Yosys cell types: 33
  – Seq share, synth: 0%
  – Area leader, netlist: a21o_2
  – Synth Instances: 79

Critical path
  – CP startpoint kind: input port
  – Cell breakdown of the critical path: dlygate4sd2_1 -> and4bb_2 -> buf_4 -> and3b_2 -> a22o_1 -> clkdlybuf4s50_1
  – Critical path class: in2out
  – Req. time, crit path: roughly 2200 ps
  – WP data arrival: 2160 ps
  – Crit-path slowest cell: clkdlybuf4s50_1
  – CP Buf/Inv Count: 3
  – Cell family with most CP delay: buffers and inverters
  – CP Max Fanout: 5
  – Max stage delay on crit path: 470 ps
  – Setup crit end kind: output pin

Floorplanning
  – Rows: 21
  – Die Y: 80 um
  – Core ar.: 0.003416 mm2
  – Die width: ~80 um
  – IO Pins: 64
  – Chip area: about 0.0064 mm2
  – Starting Density: 16.01%

Route
  – Drt pass-1 iters: 4
  – DRC viols: 0
  – Antenna-violating nets left: 0
  – Drt via density: 4.500
  – Avg WL per Cell: between 10 and 15 um
  – Vias: 864
  – Total wire length: 2858 um
  – Drt initial violations: around 50
  – Number of diodes: 0

Layout
  – Share of cells above drive strength 1: 21.92%
  – Seq_cells: 0
  – Post-route core utilization: 38.28%
  – Area growth syn-to-layout: 139.1%
  – Finished Layout Cells: 192
  – Design area: 0.001308 mm2
  – FILL cells: approximately 350
  – Register area: 0 um2
  – Clock buffers: 0

Job
  – Max cap viols: 0
  – Count of tool warnings: 32

Clock tree
  – Cts hold-fix bufs: 0
  – Setup bufs post-CTS: 0

Pwr
  – Power after layout: 0.0001168 W
  – Peak supply drop: between 20 and 30 uV
  – Pleak: between 0.5 and 0.6 nW
  – PwrDens: 89.31 mW/mm2

Placement
  – IO buf count: approximately 64
  – Routability cong.: 0.8576
  – Hpwl dp: between 2000 and 2500 um
  – Placed cell area: 0.001277 mm2
  – Dpl cells: between 150 and 200

Run status
  – Outcome: finished clean
-- cell usage after synthesis (2+ instances only) --
cell      count
nand3_1      13
a21o_2        8
and2b_1       3
nor2b_1       4
and3b_2       2
nand2_1       2
o21a_1        2
o21ai_0      12
buf_2         4
clkbuf_1      3
a22o_1        4
-- power by group --
| group | switching [W] | internal (W) | leakage, nW |
|---|---|---|---|
| registers | 0 | 0 | 0 |
| clock network | 0 | 0 | 0 |
| logic | 0.0000412 | 0.0000755 | 0.513 |
| total | 0.0000412 | 0.0000755 | 0.513 |
-- metrics by stage --
| stage | setup slack, ps | hold slack [ps] | TNS, ps |
|---|---|---|---|
| after floorplan | 810.0 | 1181 | 0 |
| after global placement | -237.2 | 2073 | -5434 |
| after detailed placement | -228.9 | 2062 | -5480 |
| after CTS | 19.47 | 1955 | 0 |
| after global routing | 5.894 | 1994 | 0 |
| final | 82.67 | 1951 | 0 |
-- final cells by class --
cell class / instances / area (um2) / area share, %
repair buffers: 75 / 715.7 / 54.74
multi-input cells: 70 / 530.5 / 40.57
inverters: 1 / 3.754 / 0.2871
well taps: 46 / 57.56 / 4.402
-- placed cells by master (no fill, tap or decap) --
master,synthesis,routed
nand4b_1,1,1
o2bb2ai_2,0,1
a32o_1,1,1
or3b_4,1,1
and3_1,1,1
and4bb_2,1,1
a2bb2oi_4,0,1
nand2b_1,1,1
or3_1,1,1
a22o_1,4,4
and2b_1,3,3
buf_6,1,1
nor3b_1,1,1
dlygate4sd2_1,0,5
nand2_1,2,2
and4_4,0,1
a21oi_2,0,1
nand3b_1,1,1
inv_1,1,1
mux2i_2,0,1
o32ai_1,1,1
a31oi_1,1,1
clkbuf_2,0,1
a21oi_4,1,1
a211o_2,1,1
nand3_2,0,1
and3b_1,1,1
clkdlybuf4s15_1,0,1
nor2_1,1,1
buf_4,1,10
nor2b_1,4,4
o21a_1,2,2
o21ai_0,12,12
a21o_2,8,8
clkdlybuf4s50_1,0,57
and3b_2,2,2
nand3_1,13,12
-- metal layers --
metal	vias up	wire length (um)	GRT usage (%)
met5	-	0	0
met4	0	0	0
met3	0	195	2.500
met2	24	1441	15.17
met1	403	1221	9.894
li1	437	-	-
-- final timing paths --
check                start           to  slack [ps]  depth (start not counted)
hold / removal    instr[0]  imm_out[11]        1950                          4
setup / recovery  instr[3]   imm_out[4]          80                          6
-- logic make-up (layout without fill, tap and decap cells) --
| kind of cell | count (synthesis) | after routing |
|---|---|---|
| compound gates | 33 | 34 |
| buf+inv | 10 | 76 |
| mux | 1 | 1 |
| simple gates | 35 | 35 |
-- repair_timing --
item | 4_1_cts | 5_1_grt
gates cloned | 1 | 0
endpoints found under the setup margin | 32 | 10
gates resized | 14 | 3
hold endpoints to repair | 0 | 0
pin swaps | 3 | 4
Power and IR drop assume default switching activity.
